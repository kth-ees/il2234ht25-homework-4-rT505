[config.mk]
export PLATFORM = sky130hd
export DESIGN_NAME = decoder_4to2
export DESIGN_NICKNAME = decoder_4to2
export VERILOG_FILES = /design/flow/design.v
export SDC_FILE = /design/flow/constraint.sdc
export NUM_CORES = 4
export LEC_CHECK = 1
export CORE_AREA = 10 10 70 70
export DIE_AREA = 0 0 80 80
[constraint.sdc]
current_design decoder_4to2

set clk_period 2.0
set clk_io_pct 0.2

create_clock -name clk0 -period $clk_period

set non_clock_inputs [all_inputs -no_clocks]
set_input_delay [expr $clk_period * $clk_io_pct] -clock clk0 $non_clock_inputs
set_output_delay [expr $clk_period * $clk_io_pct] -clock clk0 [all_outputs]
[design.v]
module decoder_4to2 #(
    parameter input_WIDTH = 16)(
    input logic [input_WIDTH-1:0] a_in, b_in,
    input logic [8:0] inverse,
    input logic [1:0] sel,
    output logic [input_WIDTH-1:0] out1, out2
    );
always_comb begin
    out1 = '0;
    out2 = '0;
    case(sel)
        2'b00 : begin
            out1 = a_in;
            out2 = b_in;
        end
        2'b01 : begin
            out1 = a_in;
            out2 = {{input_WIDTH-9{1'b0}}, inverse};
        end
        2'b10 : begin
            out1 = b_in;
            out2 = {{input_WIDTH-9{1'b0}}, inverse};
        end
        default : ;
    endcase
end
endmodule
[run.sh]
#!/bin/bash
# OpenROAD 26Q1-2900-gdf79404cd8, Yosys 0.63+post, stock flow scripts
make -C /OpenROAD-flow-scripts/flow DESIGN_CONFIG=/design/flow/config.mk WORK_HOME=/design/flow/orfs finish
==> results.tsv <==
metric	value	unit
gp_congestion	0.7834	
area_growth	186.8	%
startpoint_type	input port	
finalClockPeriodUsage	0.9729	
die-area	6400	sq um
power.density	204.7	nW/um^2
drt-wirelength-per-cell	15.01	microns
peakVddDrop	103.0	uV
crit_buf_inv	4	
tool_warnings	37	
cp_cell_sequence	buf_4, inv_4, ha_4, buf_12, a22oi_1, nor2_1, clkdlybuf4s50_1	
syn_area_per_cell	5.553	sq um
cpPeakStageDelay	470	ps
yosysChipArea	494.2	sq um
drc	0	
worstSetupPathType	in -> out	
yosysUniqueCellTypes	13	
fp_util	0.1447	
p_leak	0.6474	nW
grt_max_degree	13	
drive_above_1_share	0.1471	
grt_usage	0.09213	
post-route-min-period	1946	ps
crit_path_end_kind	output pin	
gr-max-usage-layer	met2	
cp.arrival	1550	ps
num-fill-cells	354	
diodes	0	
critPathRequiredTime	1600	ps
yosysTopAreaCellShare	0.1620	
cp_max_fo	10	
setup_violations	0	
routed_wl	3.242	mm
crit_slowest_cell	clkdlybuf4s50_1	
grt_pass1_wl	4.899	mm
relSlewSlack	0.8862	
ff_count	0	
yosys.area.top_type	a21oi_1	
use_met3	0.03977	
topCellsByArea	a21oi_1 (16%), a22oi_1 (14%), nand2_1 (12%), ha_1 (10%), o21ai_0 (10%)	
antenna_found_initial	0	
grtUsageMet1	0.1305	
coreArea	3416	sq um
hold_ws	1410	ps
status	completed	
vias_per_cell	4.347	
std_cell_rows	21	
ios	75	
hold_violations	0	
num_vias	939	
min_path_type	in -> out	
globalRouteOverflowTotal	0	
tightest_slew	170.7	ps
rsz0062_at_grt	true	
io_buffer_count	75	
hpwl	2.478	mm
dr.pass1.iters	4	
maxSlewViolCount	0	
final_util	0.4150	
die_y	80	microns
critical-path-top-delay-family	buffers and inverters	
fmax	513.9	MHz
setup_tns	0	ps
grt_pass1_vias	978	
ys_seq_share	0	
ff_latch_area	0	sq um
ys_cells	89	
met2_usage	0.1332	
die_x	80	microns
synth_cells	89	
drt-initial-drc-count	42	
nClkBuffers	0	
postRouteAntennaNets	0	
max_cap_viol_count	0	
yosysWarnings	1	
synthesis.area	494.2	sq um
cells in the mapped netlist, drive strengths merged:
library cell / number
a21oi: 16
nand2: 16
o21ai: 16
a22oi: 9
buf: 9
nor2: 9
and2: 7
ha: 4
inv: 2
clkbuf: 1
metrics by stage:
step                setup WS (ps)  instance area, sq um  power, mW  std cells
global route               -22.03                  1418     0.3198        216
CTS                        -39.66                  1416     0.2985        216
detailed placement         -592.0                  1311     0.2813        209
floorplan                   553.8                 494.2    0.07685         89
finish                      54.27                  1418     0.2902        216
global placement           -562.1                  1311     0.2800        209
cells by family (layout without fill, tap and decap cells):
family / count (synthesis) / after routing / synth area share
buffers and inverters: 12 / 93 / 0.1595
adders and majority gates: 4 / 4 / 0.1013
and+or+nand+nor: 32 / 32 / 0.2785
AOI/OAI and AO/OA: 41 / 41 / 0.4608
cells in the final DEF, fill, tap and decap left out:
cell type / n
clkdlybuf4s50_1: 49
a22oi_1: 9
and2_4: 1
nand2_1: 16
a21oi_1: 16
nor2_1: 9
inv_4: 2
ha_4: 2
buf_12: 3
buf_4: 11
dlygate4sd2_1: 21
buf_6: 4
o21ai_1: 7
o21ai_0: 9
ha_2: 2
dlymetal6s2s_1: 3
and2_1: 6
per-layer routing:
layer / share of wire / vias to the layer above
li1: - / 469
met1: 0.47 / 417
met2: 0.40 / 53
met3: 0.13 / 0
met4: 0 / 0
met5: 0 / -
where the power goes:
group,switching [mW],internal (mW)
Sequential,0,0
Clock,0,0
Combinational,0.0939,0.196
Total,0.0939,0.196
final timing paths:
path,startpoint,end,cells past startpoint
worst min-delay path,sel[1],out1[14],5
worst max-delay path,sel[1],out2[0],7
what timing repair did:
action,4_1_cts,5_1_grt
resized,50,8
setup buffers,4,1
cloned,3,0
setup endpoints to repair,32,9
hold buffers,0,0
pin swaps,9,2
cell type report:
class                      instances  area, sq um  area share
timing repair buffer              91        899.6      0.6346
multi-input combinational         77        447.9      0.3160
tap                               46        57.56     0.04060
inverter                           2        12.51    0.008826
Power figures rest on the tool's default switching activity, not on a simulated workload.
