--- config.mk ---
export PLATFORM = sky130hd
export DESIGN_NAME = adder
export DESIGN_NICKNAME = adder
export VERILOG_FILES = /design/flow/design.v
export SDC_FILE = /design/flow/constraint.sdc
export NUM_CORES = 4
export LEC_CHECK = 1
export CORE_AREA = 10 10 70 70
export DIE_AREA = 0 0 80 80
--- constraint.sdc ---
current_design adder

set clk_period 14.1
set clk_io_pct 0.2

create_clock -name clk0 -period $clk_period

set non_clock_inputs [all_inputs -no_clocks]
set_input_delay [expr $clk_period * $clk_io_pct] -clock clk0 $non_clock_inputs
set_output_delay [expr $clk_period * $clk_io_pct] -clock clk0 [all_outputs]
--- design.v ---
module adder #(
    parameter input_WIDTH = 16 )(
    input logic [input_WIDTH-1:0] a_in, b_in,
    output logic [input_WIDTH-1:0] result
);
assign result = a_in - b_in;
endmodule
--- run.sh ---
#!/bin/bash
# OpenROAD 26Q1-2900-gdf79404cd8, Yosys 0.63+post, stock flow scripts
make -C /OpenROAD-flow-scripts/flow DESIGN_CONFIG=/design/flow/config.mk WORK_HOME=/design/flow/orfs finish
==> out/summary.txt <==
Clkbuf count: 0
NetSw: 0.0243 mW
FP Rows: 21
Die W: 80 microns
Clk pwr share: 0%
P&R area growth vs syn: 62.1%
Slew Viols, Final: 0
Overall Power: 0.0637 mW
GR Overflow Total: 0
Cell Pwr Density: 46.1 nW/um^2
Post-route ant nets: 0
WL met1: 1.26 mm
Sequential area share after synthesis: 0%
Fin Setup TNS: 0 ns
Ys cells: 130
Seq pwr share: 0%
Static Leak: 0.625 nW
Max VDD drop: 0.0152 mV
GRT Overall Usage: 7.69%
Dpl cells: 222
Sw Share: 38.1%
Initial antenna violation count: 0
Ratio of final minimum period to clock period: 58.7%
Hold Buf Count CTS: 0
Yosys warnings: 0
WS Path Type: in -> out
Vias in the first global route: 988
Global-route wire length before repair: 4.30 mm
Arrival time at the worst endpoint: 5.45 ns
PortBufs: 48
CP Buf/Inv Count: 3
Dominant logic cell type in the layout: clkdlybuf4s50_1
Non-Filler Instances: 222
PostCTS Resize Cnt: 0
Critical path, cell by cell: clkdlybuf4s50_1 -> inv_1 -> ha_1 -> fa_1 -> nor2b_4 -> o2111ai_1 -> a21oi_1 -> nor2_1 -> o311ai_1 -> clkdlybuf4s50_1
Final WL: 2.57 mm
Mapped Area: 852 sq um
Most numerous logic cells after layout: 48 x clkdlybuf4s50_1, 20 x inv_1, 15 x ha_1, 13 x a21oi_1, 11 x nand2_1
Post-DP HPWL: 2.33 mm
Most numerous cell on the critical path: clkdlybuf4s50_1
Worst hold path startpoint: b_in[0]
Pin count of the biggest net entering global routing: 10
Metal2 WL: 1.17 mm
DR vias: 1013
Status: finished clean
Syn_area_per_cell: 6.55 sq um
Tightest Hold Check Type: in -> out
Share of cells above drive strength 1: 1.14%
Post-route DRC: 0
Fin util: 40.4%
Post-DP Area: 1380 sq um
Part of the power in combinational logic: 100.0%
Path length in cells of the critical path: 10
Yosys Chip Area: 852 sq um
Worst hold endpoint: result[0]
FMAX: 121 MHz
Flip-flops: 0
RSZ-0062 raised after global routing: false
Starting DRT DRC Count: 18
Area of the core: 3420 sq um
Fillers: 365
DRT Pass-1 Iters: 2
Req. time, crit path: 11.28 ns
Worst-path maximum fanout: 4
Final setup margin: 5.83 ns
DP Worst Slack: 5.78 ns
Hold Slack: 6.65 ns
Top delay family on crit path: buffers and inverters
Die Area: 6400 sq um
Top Ports: 48
Hold Crit Depth: 4
Reg area: 0 sq um
Routed len/inst: 11.6 microns
Cell Type Count: 31
Final Hold Fails: 0
Post-Synthesis Cells: 130
Top Metal Used: met3
Die Y: 80 microns
Design Area, Final: 1380 sq um
Internal Pwr Total: 0.0394 mW
Worst path slowest cell: clkdlybuf4s50_1
Headroom to the max-slew limit: 78.8%
Setup violators final: 0
Met3 wire length: 147 microns
Vias per inst: 4.56
Slew @ Worst Pin: 0.319 ns
Final min period: 8.27 ns
Post-CTS Setup Inserts: 0
Startpoint types: input port
Fp_density: 24.9%
Crit-path max cell delay: 0.53 ns
Antenna diode count: 0
Maxcap violations: 0
Tool warnings: 32
GPL Wtd Cong: 0.866
Crit path capture type: output port
[per-layer routing]
| layer | global-route usage [%] | vias up |
|---|---|---|
| li1 | - | 555 |
| met5 | 0 | - |
| met4 | 0 | 0 |
| met3 | 1.36 | 0 |
| met2 | 13.0 | 20 |
| met1 | 10.5 | 438 |
[Yosys cell counts, types with 2 or more instances]
master,count,share of area [%]
inv_1,20,8.8
ha_1,15,22
a21oi_1,13,7.6
nand2_1,11,4.8
xnor2_1,9,9.3
nor2_1,8,3.5
nand2b_1,6,4.4
nand3_1,5,2.9
a21o_1,4,3.5
nor3_1,4,2.3
a31oi_1,3,2.2
o21a_1,3,2.6
o21ai_0,3,1.8
o21ai_1,3,1.8
xor2_1,3,3.1
a211oi_1,2,1.8
o2111ai_1,2,2.1
o211ai_1,2,1.8
or4_1,2,1.8
[how the worst max path moves through the flow]
| stage | startpoint | endpoint |
|---|---|---|
| 6_report | a_in[0] | result[12] |
| 5_1_grt | a_in[0] | result[12] |
| 4_1_cts | a_in[0] | result[12] |
[layout make-up]
type               count  area (sq um)  area share (%)
inverters             20          75.1            5.43
multi-input cells    108           768            55.6
well taps             46          57.6            4.17
repair buffers        48           480            34.8
[kinds of logic (layout without fill, tap and decap cells)]
kind of cell / Yosys count / in the layout / synth area share (%)
AND-OR/OR-AND: 39 / 39 / 29.1
XOR/XNOR: 12 / 12 / 12.3
buffers and inverters: 22 / 68 / 9.84
AND/OR/NAND/NOR: 41 / 41 / 24.4
adder cells (fa/ha/maj): 16 / 16 / 24.4
[worst min-delay path: cells and delay by family]
family / cells / cell delay (ns)
buf+inv: 3 / 0.89
fa+ha+maj: 1 / 0.11
[power by group through the flow]
stage	clock [mW]	sequential (mW)	combinational, mW
5_1_grt	0	0	0.0717
6_report	0	0	0.0637
4_1_cts	0	0	0.0651
No activity file was given, so power comes from the tool's default toggle rates.
