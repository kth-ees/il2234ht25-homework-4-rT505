--- flow/run.sh ---
#!/bin/bash
# OpenROAD 26Q1-2900-gdf79404cd8, Yosys 0.63+post, stock flow scripts
make -C /OpenROAD-flow-scripts/flow DESIGN_CONFIG=/design/flow/config.mk WORK_HOME=/design/flow/orfs finish
--- flow/config.mk ---
export PLATFORM = sky130hd
export DESIGN_NAME = converter
export DESIGN_NICKNAME = converter
export VERILOG_FILES = /design/flow/design.v
export SDC_FILE = /design/flow/constraint.sdc
export NUM_CORES = 4
export LEC_CHECK = 1
export CORE_AREA = 10 10 70 70
export DIE_AREA = 0 0 80 80
--- flow/constraint.sdc ---
current_design converter

set clk_period 6.1
set clk_io_pct 0.2

create_clock -name clk0 -period $clk_period

set non_clock_inputs [all_inputs -no_clocks]
set_input_delay [expr $clk_period * $clk_io_pct] -clock clk0 $non_clock_inputs
set_output_delay [expr $clk_period * $clk_io_pct] -clock clk0 [all_outputs]
--- flow/design.v ---
module converter #(parameter input_WIDTH = 16)(
    input logic [input_WIDTH-1:0] in,
    output logic [input_WIDTH-1:0] out
);
always_comb begin
    case(in[input_WIDTH-1])
        0 : out = in;
        1 : out = (~in + 1);
    endcase
end
endmodule
==> metrics.sh <==
MOST-COMMON-LAYOUT-CELLS='clkdlybuf4s50_1, xnor2_1, o41ai_2, o31ai_1'
DRCVIOLATIONCOUNT=0
LAYOUT.CORE_UTILIZATION_PCT=20.95
CLOCK_BUFFER_COUNT=0
FINAL_MAX_SLEW_VIOL_COUNT=0
PLACE_CONGESTION=0.6980
CRIT_REQUIRED_PS=4880
WORSTSETUPPATHTYPE='input port to output port'
SYNTH-CELLS-YOSYS=48
NETLIST_TOP_CELLS_AREA='xnor2_1, o41ai_2, o31ai_1'
CTS_SETUP_BUFFERS=0
VIASPERCELL=3.617
POWER.INTERNAL_mW=0.03472
SEQ_CELLS=0
GRT_PASS1_WL_UM=2159
GRT_START_MAX_NET_PINS=17
WORSTMARGINPINSLEW_PS=587.8
CHIPHEIGHT_UM=80
MAXCAPVIOLCOUNT=0
WORST_IR_DROP_VDD_mV=0.01300
POST-DP-HPWL_UM=1246
HOLD_VIOL=0
GRT_REMAINING_OVERFLOW=0
REGISTER_AREA_UM2=0
CTS_HOLD_REPAIR.BUFFERS=0
DIE_WIDTH_UM=80
TOTAL_SWITCHING_POWER_mW=0.01600
YOSYS-STAT-AREA_UM2=365.4
FINALWIRELENGTH_UM=1424
SETUP_VIOL=0
PLACE.PORT_BUFFERS=32
NUM_ANTENNA_CELLS=0
YOSYSTOPAREACELLSHARE_PCT=31.16
FIRST_GLOBAL_VIAS=438
WL_PER_CELL_UM=11.87
AREA.GROWTH.SYNTH_TO_FINAL_PCT=95.89
PERIOD_MINUS_SLACK_PS=4677
HOLD_PATH_CLASS='input port to output port'
FINAL_MIN_PERIOD_OVER_CLOCK_PERIOD_PCT=76.68
SHARE_CLK_OF_TOTAL_POWER_PCT=0
P_SW_SHARE_PCT=31.54
YOSYS.AREA.TOP_TYPE='xnor2_1'
NUM_ROWS=21
SYN-INSTANCE-COUNT=48
MULTIINPUTGATEAREA_UM2=330.3
GRTUSAGETOTAL_PCT=4.087
DRTANTENNAVIOLNETS=0
SYNTH_AREA_UM2=365.4
COMBINATIONALPOWERSHARE_PCT=100.0
FIRST_DRT_PASS_ITERATION_COUNT=2
STAGE_LOG_WARNINGS=32
TOTAL_LEAKAGE_POWER_nW=0.2269
YOSYSSEQAREASHARE_PCT=0
ROUTED-VIA-COUNT=434
OUTCOME='complete, no violations'
P_PER_AREA_mW_PER_MM2=70.86
FIN_TNS_SETUP_PS=0
FP.COREAREA_MM2=0.003416
SYNTH-WARNING-COUNT=1
INITIALDRTVIOLATIONCOUNT=13
MAXSLEWHEADROOM_PCT=60.69
RSZ_0062_RAISED_AFTER_GLOBAL_ROUTING='no'
FMAX_MHz=213.8
FINAL.FILL_COUNT=379
START_KIND='input port'
POST_CTS_SIZING_COUNT=0
WORST_EP_ARRIVAL_TIME_PS=3460
FIN_WORST_HOLD_SLACK_PS=3340
LAYOUT.CELL_AREA.NON_FILLER_UM2=715.7
P_SEQ_SHARE_PCT=0
PATH_MAX_FANOUT=6
CRITICAL_PATH.ENDPOINT_TYPE='output port'
ANTENNA_VIOLATIONS_BEFORE_REPAIR=0
POST_ROUTE_CELLS_DRIVE_ABOVE_1_SHARE_PCT=8.108
CHIPAREA_MM2=0.006400
SYNTHESIS.AREA_PER_INSTANCE_UM2=7.611
INITIAL_UTILIZATION_PCT=10.70
FINAL_LAYOUT_TOP_LOGIC_CELL='clkdlybuf4s50_1'
PLACED_AREA_UM2=715.7
SYNTH.DISTINCT_CELLS=19
IO-PIN-COUNT=32
## synthesized netlist by cell type, drive strengths merged
| master | n |
|---|---|
| nand2 | 2 |
| nor2 | 1 |
| or4 | 2 |
| o41ai | 5 |
| or3 | 3 |
| ha | 1 |
| or3b | 1 |
| buf | 2 |
| xnor2 | 13 |
| nand2b | 1 |
| clkbuf | 4 |
| and3 | 1 |
| or2 | 2 |
| nor4 | 1 |
| o21ai | 3 |
| o31ai | 4 |
| inv | 2 |
## power groups by stage
stage,sequential [mW],clock (mW),combinational (mW)
after global routing,0,0,0.0557
final,0,0,0.0507
after CTS,0,0,0.0519
## final timing paths
path                  startpoint  endpoint  slack (ps)  depth (start not counted)
worst min-delay path       in[0]    out[0]        3340                          2
worst max-delay path       in[8]   out[14]        1420                          5
## per-layer routing
layer  track usage [%]  routed length (um)  share of wire, %  vias to the layer above
li1                  -                   -                 -                      231
met1             5.208                 610                43                      185
met2             6.902                 656                46                       18
met3             1.364                 156                11                        0
met4                 0                   0                 0                        0
met5                 0                   0                 0                        -
## kinds of logic after synthesis
group	count (synthesis)	share of synthesized area, %
AND/OR/NAND/NOR	14	23.29
XOR/XNOR	13	31.16
AND-OR/OR-AND	12	32.53
buffers and inverters	8	9.588
adder cells (fa/ha/maj)	1	3.424
## area by class of cell
class                           count  share of cell area [%]
Inverter                            2                   1.049
Multi-Input combinational cell     40                   46.15
Tap cell                           46                   8.042
Timing Repair Buffer               32                   44.76
## worst max-delay path: stages
cell	delay, ps
clkdlybuf4s50_1	460
or4_1	690
o41ai_2	430
xnor2_1	160
clkdlybuf4s50_1	490
## metrics by stage
step | cells | setup slack, ps | power, mW
floorplan | 48 | 2502 | 0.01585
global placement | 120 | 1428 | 0.05103
detailed placement | 120 | 1419 | 0.05167
CTS | 120 | 1407 | 0.05190
global route | 120 | 1318 | 0.05567
finish | 120 | 1423 | 0.05071
No activity file was given, so power comes from the tool's default toggle rates.
